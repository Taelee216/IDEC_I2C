### flow/design.v
module sram_test 
#(
    parameter WIDTH = 8,
    parameter ADR = 8,
    parameter MAX = 256
)
(   
    input wire                  clk,
    input wire                  CSn,
    input wire                  WEn,
    input wire  [WIDTH-1:0]     WIdth_en,
    input wire  [ADR-1:0]       addr,
    input wire  [WIDTH-1:0]     wdata,
    output reg  [WIDTH-1:0]     rdata
);
reg [WIDTH-1:0] rmem [0:MAX];
reg [ADR-1:0]   raddr;
always @(posedge clk) begin
    if (!Csn) begin
        if(!WEn) begin
            rmem[addr] <= #1 wdata & ~WEn;
        end
        raddr <= #1 addr;
    end 
end
assign rdata = rmem[raddr];
endmodule
### flow/run.sh
#!/bin/bash
# OpenROAD 26Q1-2900-gdf79404cd8, Yosys 0.63+post, stock flow scripts
make -C /OpenROAD-flow-scripts/flow DESIGN_CONFIG=/design/flow/config.mk WORK_HOME=/design/flow/orfs finish
### flow/config.mk
export PLATFORM = sky130hd
export DESIGN_NAME = sram_test
export DESIGN_NICKNAME = sram_test
export VERILOG_FILES = /design/flow/design.v
export SDC_FILE = /design/flow/constraint.sdc
export NUM_CORES = 4
export LEC_CHECK = 1
export CORE_UTILIZATION = 40
### flow/constraint.sdc
current_design sram_test

set clk_period 41.7
set clk_io_pct 0.2

create_clock -name clk0 -period $clk_period [get_ports {clk}]

set non_clock_inputs [all_inputs -no_clocks]
set_input_delay [expr $clk_period * $clk_io_pct] -clock clk0 $non_clock_inputs
set_output_delay [expr $clk_period * $clk_io_pct] -clock clk0 [all_outputs]
==> results_slide.txt <==
Key Metrics from the Run

Die
  • Initial Util: roughly two fifths
  • Die W: 449 um
  • DIE HEIGHT: about 450 um
  • Die area: 202000 um^2
  • Row count: roughly 160
  • Core footprint: ~200000 um^2
  • # IOs: 35

Critical path
  • CP delay by family, top: buffers and inverters
  • CP dominant cell by count: buf_4
  • Critical path peak fanout: 34
  • CP Buf/Inv Count: 6
  • CP startpoint kind: register
  • Worst Path Required: roughly 33000 ps
  • Worst Setup End Kind: output port
  • CP max-delay cell: a221oi_1
  • Critical path cell sequence: buf_4, buf_4, buf_4, buf_4, mux4_2, a22o_1, a221oi_1, o221a_2, nor4_1, buf_4, clkdlybuf4s50_1
  • Worst EP arrival: approximately 6700 ps
  • Max incr delay on CP: around 720 ps
  • Crit Path Class: reg -> out

Synthesis
  • Cells in synth_stat.txt: 3746
  • Yosys top cell by area: edfxtp_1
  • Adder share: 0%
  • Synth unique cells: between 60 and 70
  • Synth Area in Compound Gates: 3.64%
  • Top non-seq family: multiplexers
  • Xor and xnor area share after synthesis: 0%
  • EDFF count, synth: between 2000 and 2500
  • Top-area cell share: between 70% and 80%
  • Top cells, area: edfxtp_1 (77%), mux4_2 (11%), mux2i_1 (1.7%)
  • Post-synth ARST share: 0%
  • Simple share: under 10%
  • Post-synthesis instance area: 80000 um^2
  • Yosys synthesis chip area: 80000 um^2
  • Ys Warns: 4
  • Synth Register Bits: 2056
  • Mux frac, synth: roughly 15%
  • Syn Inst Count: ~3700
  • Synth Area per Inst: around 21 um^2
  • Seq share, synth: between 70% and 80%
  • Synth Flop Type: edfxtp_1

Timing
  • Final setup TNS: 0 ps
  • Hold violation count in the final report: 0
  • Final period util: between 30% and 40%
  • Fmax: 0.0665 GHz
  • Final WS setup: approximately 27000 ps
  • RSZ-0062 raised after global routing: false
  • Max_slew headroom: around 33%
  • Final min period: 15030 ps
  • Final Max Tran Viols: 0
  • Worst-margin pin slew: between 1000 and 1500 ps
  • Final Setup Violations: 0

Clocking
  • Post-CTS setup buffers: 0
  • H-tree depth: 4
  • Clk sink count: 2056
  • TritonCTS clock tree: done
  • Cts repair resizes: 0
  • CTS root buf: clkbuf_16
  • Clk slew on worst S/H paths: approximately 60 ps
  • Hold-fix buffers at CTS: 0
  • Clock buffer depth: 3
  • TritonCTS Buffers: 204

Power and ir drop
  • Leak: approximately 27 nW
  • Power Total: about 4.2 mW
  • Sw frac: approximately a fifth
  • Sequential power share: between 50% and 60%
  • Int Pwr: between 3 and 4 mW
  • Switching power: around 0.9 mW
  • Gate power share: under 10%
  • Clock power share: 40.9%
  • Power Density: around 47 nW/um^2
  • Worst vdd ir: 35.9 uV

Flow run
  • Max-cap violations: 0
  • Stage-log warning count: ~40

Drt
  • First-pass iteration count of the detailed router: 7
  • Post-DRT Antenna Nets: 0
  • Via density: between 5 and 6
  • Vias: 38100
  • Routed wire length: roughly 190 mm
  • DRC violations left: 0
  • Initial DRC count: around 2300
  • Wire per inst: 28.7 um

Run status
  • Status: finished, final reports clean

Finish
  • Biggest register: rmem
  • Final Non-Filler Cells: approximately 6700
  • Regs by FF count: rmem: 2048 flops
  • Layout cells sized above 1: a little over a fifth
  • Area grow syn2layout: 11.9%
  • Layout filler cell count: between 15000 and 20000
  • Final Instance Area: just under 90000 um^2
  • Largest register FFs: between 2000 and 2500

Hold path
  • Worst min path class: in -> reg

Place
  • Port Buffers: 25
  • Cell Count Post-Placement: about 6300
  • Post-DP HPWL: 116 mm
  • Pre-CTS setup slack: ~27000 ps
  • Routability-driven placement congestion ratio: 0.884
  • Area after DPL: about 83000 um^2

Global route
  • Total GRT Usage: between 20% and 30%
  • Global route overflow: 0
  • Antenna violations before repair: 3
  • Largest net degree at the start of global routing: roughly 130
  • Vias in the first global route: approximately 41000
  • First-pass GRT wire length: approximately 280 mm
-- cell type report --
cell class                 instances  area, um^2  share of cell area, %
timing repair buffer             182        1530                   1.70
clock inverter                   108         825                  0.922
multi-input combinational       1463       16700                   18.7
sequential                      2056       61700                   68.9
inverter                           3        11.3                 0.0126
clock buffer                     263        5390                   6.02
antenna                            8        20.0                 0.0224
tap                             2640        3300                   3.69
-- cells in the mapped netlist (18+ instances only) --
cell type / number
buf_2: 48
mux4_2: 400
a221oi_1: 18
clkbuf_1: 84
a211oi_1: 25
mux2i_1: 134
a22oi_1: 123
nor3_1: 23
buf_6: 29
nor2b_1: 23
nor2_1: 277
o221ai_1: 47
nand2_1: 59
mux4_1: 46
o22ai_1: 40
edfxtp_1: 2048
a21oi_1: 78
o21ai_0: 18
buf_8: 21
buf_4: 19
-- final timing paths --
check / startpoint / endpoint / slack [ps] / depth (start not counted)
setup / recovery: register / rdata[7] / 26670 / 11
hold / removal: wdata[6] / rmem[118][6]$_DFFE_PP_ / 7930 / 1
-- cells by family (layout without fill, tap and decap cells) --
family / count (synthesis) / count (layout)
AOI/OAI and AO/OA: 408 / 408
buffers and inverters: 227 / 556
DFF: 2056 / 2056
muxes: 592 / 592
other: 0 / 8
and+or+nand+nor: 463 / 463
-- cells in the final DEF (no fill, tap or decap), types with 19 or more instances in the layout --
cell	instances
a211oi_1	25
a21oi_1	78
a22oi_1	123
buf_4	152
clkbuf_1	56
clkbuf_16	207
clkinv_1	45
clkinv_2	37
edfxtp_1	2048
mux2i_1	134
mux4_1	46
mux4_2	400
nand2_1	59
nor2_1	273
nor2b_1	19
nor3_1	23
o221ai_1	47
o22ai_1	40
-- routing by layer --
layer	global-route usage, %	part of all wire, %	wire (um)	up-vias
met1	27.1	34	65700	19500
met2	31.4	48	93100	2016
li1	-	-	-	16200
met5	1.87	0.099	191	-
met4	5.24	2.8	5420	6
met3	13.8	15	28500	319
-- power by group through the flow --
stage	combinational, mW	sequential (mW)	clock, mW
4_1_cts	0.206	2.28	1.75
5_1_grt	0.217	2.28	1.83
6_report	0.202	2.28	1.72
-- metrics by stage --
| stage | hold WS (ps) | utilization [%] |
|---|---|---|
| floorplan | 8370 | - |
| global placement | 8780 | 42.0 |
| detailed placement | 8790 | 42.0 |
| CTS | 7880 | 45.2 |
| global route | 7910 | 45.2 |
| finish | 7930 | 45.2 |
Power figures rest on the tool's default switching activity, not on a simulated workload.
