==> /design/flow/design.v <==
module SRAM #(
parameter ADDR   = 8,
parameter DATA   = 8,
parameter DEPTH  = 256
              )
(
input	wire	[DATA-1:0]	dataIn,
output	reg	[DATA-1:0]	dataOut,
input	wire	[ADDR-1:0]	Addr,
input	wire			rst, RW, clk
);
reg [DATA-1:0] SRAM [DEPTH-1:0];
always @ (posedge clk) begin
	if (rst) begin
		if (!RW) begin	 
			SRAM [Addr] = dataIn;
		end
		else	 begin	 
			dataOut = SRAM [Addr]; 
		end
	end
	else	 begin
		SRAM [Addr] = 0;
		dataOut =0;
	end
end
endmodule
==> /design/flow/run.sh <==
#!/bin/bash
# OpenROAD 26Q1-2900-gdf79404cd8, Yosys 0.63+post, stock flow scripts
make -C /OpenROAD-flow-scripts/flow DESIGN_CONFIG=/design/flow/config.mk WORK_HOME=/design/flow/orfs finish
==> /design/flow/config.mk <==
export PLATFORM = sky130hd
export DESIGN_NAME = SRAM
export DESIGN_NICKNAME = SRAM
export VERILOG_FILES = /design/flow/design.v
export SDC_FILE = /design/flow/constraint.sdc
export NUM_CORES = 4
export LEC_CHECK = 1
export CORE_UTILIZATION = 30
==> /design/flow/constraint.sdc <==
current_design SRAM

set clk_period 12.7
set clk_io_pct 0.2

create_clock -name clk0 -period $clk_period [get_ports {clk}]

set non_clock_inputs [all_inputs -no_clocks]
set_input_delay [expr $clk_period * $clk_io_pct] -clock clk0 $non_clock_inputs
set_output_delay [expr $clk_period * $clk_io_pct] -clock clk0 [all_outputs]
==> reports/qor.yml <==
status:
  outcome: "finished with violations"
  violations: "capacitance limit, slew limit"
yosys:
  yosys_area_um2: 81100
  ys_ff: 2056
  ys_async_sr_fraction_pct: 0
  netlist_top_cells_area: "edfxtp_1, a22oi_1, nand3_1"
  syn_avg_cell_area_um2: 15.6
  yosysWarnings: 2
  post-synth-top-area-cell: "edfxtp_1"
  syn_area_um2: 81100
  synth_cell_type_count: 86
  ys_cells: 5212
  postSynthSeqShare_pct: 76.0
  syn_inst: 5212
  yosys_most_used_dff: "edfxtp_1"
  top_cell_area_share_pct: 75.8
  edf_count: 2048
timing:
  worst_clock_skew_ns: 0.0859
  period_needed_ns: 8.55
  period_used_pct: 67.3
  tightest_slew_ns: 1.73
  slew_headroom_pct: -15.3
  tns_ns: 0
  fmax_mhz: 117
  slew_violations: 36
  rsz0062_at_grt: "false"
  timing.final.hold_violations: 0
  setup_viol: 0
critical_path:
  start_kind: "input pin"
  required_ns: 13.30
  ff2ff_setup_slack_ns: 8.34
  r2r-end: "dataOut[2]"
  r2r_start: "SRAM[70][2]"
  r2r_cells: 7
  arrival_ns: 9.15
  crit_type: "in -> reg"
  crit_path_end_kind: "flop"
  cp_max_fo: 37
pwr:
  internal_power_mw: 12.4
  max-vdd-ir-drop_v: 0.000174
  p_per_area_nw_per_um2: 178
  leakagePower_nw: 30.1
  p_seq_share_pct: 49.1
  swShare_pct: 29.7
  combPwrFrac_pct: 12.4
  p_switching_mw: 5.25
  clkPwrFrac_pct: 38.6
placed_design:
  dpl.cell_count: 9153
  post-dp-hpwl_mm: 472
  gp_congestion: 1.26
  port_buffers: 26
finish:
  syn_to_final_growth_pct: 22.0
  layout-drive-gt1-share_pct: 22.8
  stdcell_count: 9780
clock_network:
  hold_buffers: 0
  clockBufferDepth: 3
  cts_root_buf: "clkbuf_16"
  post-cts-setup-buffers: 0
  cts_max_level: 4
  tritoncts: "built"
  post_cts_resized: 0
  insertion_delay_ns: 0.96
  clk_pin_slew_ns: 0.07
  cts_made_buffers: 220
  clock-sinks: 2056
grt:
  grt_overflow: 0
  antenna_found_initial: 139
  grt_pass1_vias: 72800
  grt_use_total_pct: 54.4
  grt_max_degree: 92
  grt_pass1_wl_mm: 861
die:
  ios: 27
  chipHeight_um: 522
  fp_util_pct: 30.2
  die-area_um2: 272000
  fp.dieW_um: 522
  coreArea_um2: 268000
  rows: 190
route:
  wl_per_cell_um: 70.8
  drt_iter0_drc: 10500
  final_antenna_net_count: 0
  vias: 74100
  wl_mm: 693
  viasPerCell: 7.57
  drtPass1Iterations: 9
  drc: 0
hold_path:
  min_path_cells: 2
  min_from: "SRAM[11][1]"
  worstHoldEndpoint: "dataOut[1]"
  min_path_type: "reg -> reg"
flow_run:
  maxCapViolCount: 8
  warnings: 28
power groups by stage:
stage	combinational (mW)	sequential [mW]	clock, mW
CTS	1.91	8.61	6.76
global route	2.00	8.68	6.99
finish	2.18	8.66	6.81
registers in the layout (all words and copies together), names as in the netlist:
name and cells:
SRAM 2048, dataOut 8
critical path, stage by stage:
cell and delay, ns:
buf_4 0.54, buf_4 0.59, nand4bb_2 0.23, buf_4 0.52, o22ai_1 0.32, a2111oi_1 0.67, buf_4 0.24, o211ai_1 0.11
buf_4 0.22, nor2_1 0.64, nand3_1 0.54, a21oi_1 1.46, buf_4 0.48
cell usage after synthesis, types with 17 or more instances:
cell type and count:
edfxtp_1 2048, a22oi_1 405, nand3_1 364, a21oi_1 267
nor2_1 222, a32oi_1 197, clkbuf_1 168, buf_2 166
o22ai_1 154, nand2_1 151, nand4_1 142, a22o_1 82
o21ai_0 80, buf_1 66, and3_1 64, nor4_1 55
nor3_1 45, a221oi_1 43, or4_1 40, a211oi_1 28
a31oi_1 28, a222oi_1 27, a2111oi_0 26, a32o_1 26
and2_1 21, o211ai_1 19, buf_6 17
layer usage:
metal | part of all wire (%) | GRT usage [%] | wire (um)
met4 | 12 | 48.5 | 85400
met3 | 21 | 52.9 | 147000
met2 | 37 | 65.1 | 259000
met1 | 27 | 48.1 | 188000
met5 | 1.8 | 43.4 | 12700
per-stage QoR:
step | hold slack [ns] | setup WS (ns) | utilization, % | total power, mW | area, um2
detailed placement | 0.585 | 4.00 | 33.9 | 10.7 | 90900
global route | 0.639 | 4.69 | 36.8 | 17.7 | 98700
finish | 0.601 | 4.15 | 36.9 | 17.6 | 98900
CTS | 0.603 | 4.92 | 36.6 | 17.3 | 98300
floorplan | 0.493 | 5.80 | - | 9.08 | 81100
global placement | 0.621 | 3.46 | 33.8 | 10.7 | 90700
how the worst max path moves through the flow:
stage	startpoint	to	slack [ns]	cells after the start
global route	Addr[5]	SRAM[16][4]	4.69	13
finish	Addr[5]	SRAM[16][4]	4.15	13
CTS	Addr[2]	SRAM[16][4]	4.92	13
placed cells by master, fill, tap and decap left out, types with 79 or more instances in the layout:
cell type  Yosys  final
edfxtp_1    2048   2048
nand2_1      151    151
o22ai_1      154    154
a32oi_1      197    197
a22oi_1      405    405
nor2_1       222    200
a21oi_1      267    224
clkbuf_16      0    221
nand4_1      142    142
buf_4         13    785
a22o_1        82     82
nand3_1      364    362
diode_2        0    217
o21ai_0       80     79
cells by family (layout without fill, tap and decap cells):
family,Yosys count,after routing,share of synthesized area (%)
flops,2056,2056,76.0
compound gates,1475,1475,13.2
simple gates,1235,1235,8.20
buf+inv,436,1235,2.49
xor+xnor,5,5,0.0540
mux,4,4,0.0525
fa+ha+maj,1,1,0.0123
other cells,0,217,0
final cells by class:
cell class / count / area [um2]
inverters: 6 / 22.5
flip-flops and latches: 2056 / 61700
clock inverters: 158 / 1800
well taps: 3552 / 4440
repair buffers: 820 / 6320
clock buffers: 251 / 5640
diodes: 217 / 543
fillers: 24900 / 169000
multi-input cells: 2720 / 18500
Power is estimated from default activity; no workload was simulated.
